==> /design/flow/design.v <==
interface axi4lite_if #(
    parameter int unsigned ADDR_WIDTH = 32,
    parameter int unsigned DATA_WIDTH = 32,
    parameter int unsigned STRB_WIDTH = DATA_WIDTH / 8
) (
    input logic ACLK,     
    input logic ARESETn   
);
    logic [ADDR_WIDTH-1:0] AWADDR;   
    logic [2:0]            AWPROT;   
    logic                  AWVALID;  
    logic                  AWREADY;  
    logic [DATA_WIDTH-1:0] WDATA;    
    logic [STRB_WIDTH-1:0] WSTRB;    
    logic                  WVALID;   
    logic                  WREADY;   
    logic [1:0]            BRESP;    
    logic                  BVALID;   
    logic                  BREADY;   
    logic [ADDR_WIDTH-1:0] ARADDR;   
    logic [2:0]            ARPROT;
    logic                  ARVALID;  
    logic                  ARREADY;  
    logic [DATA_WIDTH-1:0] RDATA;    
    logic [1:0]            RRESP;    
    logic                  RVALID;   
    logic                  RREADY;   
    modport master (
        output AWVALID, AWADDR, AWPROT,
               WVALID, WDATA, WSTRB,
               BREADY,
               ARVALID, ARADDR, ARPROT,
               RREADY,
        input  AWREADY, WREADY, BVALID, BRESP,
               ARREADY, RVALID, RDATA, RRESP
    );
    modport slave (
        input  AWVALID, AWADDR, AWPROT,
               WVALID, WDATA, WSTRB,
               BREADY,
               ARVALID, ARADDR, ARPROT,
               RREADY,
        output AWREADY, WREADY, BVALID, BRESP,
               ARREADY, RVALID, RDATA, RRESP
    );
endinterface
interface axi4_if #(
    parameter int unsigned ADDR_WIDTH = 32,
    parameter int unsigned DATA_WIDTH = 64,
    parameter int unsigned ID_WIDTH   = 4,
    parameter int unsigned LEN_WIDTH  = 8,
    parameter int unsigned STRB_WIDTH = DATA_WIDTH / 8
)(
    input logic ACLK,
    input logic ARESETn
);
    logic [ID_WIDTH-1:0]   AWID;
    logic [ADDR_WIDTH-1:0] AWADDR;
    logic [LEN_WIDTH-1:0]  AWLEN;    
    logic [2:0]            AWSIZE;   
    logic [1:0]            AWBURST;  
    logic                  AWVALID;
    logic                  AWREADY;
    logic [DATA_WIDTH-1:0] WDATA;
    logic [STRB_WIDTH-1:0] WSTRB;
    logic                  WLAST;    
    logic                  WVALID;
    logic                  WREADY;
    logic [ID_WIDTH-1:0]   BID;      
    logic [1:0]            BRESP;
    logic                  BVALID;
    logic                  BREADY;
    logic [ID_WIDTH-1:0]   ARID;
    logic [ADDR_WIDTH-1:0] ARADDR;
    logic [LEN_WIDTH-1:0]  ARLEN;    
    logic [2:0]            ARSIZE;
    logic [1:0]            ARBURST;
    logic                  ARVALID;
    logic                  ARREADY;
    logic [ID_WIDTH-1:0]   RID;
    logic [DATA_WIDTH-1:0] RDATA;
    logic [1:0]            RRESP;
    logic                  RLAST;    
    logic                  RVALID;
    logic                  RREADY;
    modport master (
        output AWID, AWADDR, AWLEN, AWSIZE, AWBURST, AWVALID,
               WDATA, WSTRB, WLAST, WVALID,
               BREADY,
               ARID, ARADDR, ARLEN, ARSIZE, ARBURST, ARVALID,
               RREADY,
        input  AWREADY, WREADY, BID, BRESP, BVALID,
               ARREADY, RID, RDATA, RRESP, RLAST, RVALID
    );
    modport slave (
        input  AWID, AWADDR, AWLEN, AWSIZE, AWBURST, AWVALID,
               WDATA, WSTRB, WLAST, WVALID,
               BREADY,
               ARID, ARADDR, ARLEN, ARSIZE, ARBURST, ARVALID,
               RREADY,
        output AWREADY, WREADY, BID, BRESP, BVALID,
               ARREADY, RID, RDATA, RRESP, RLAST, RVALID
    );
endinterface
interface axi4s_if #(
    parameter int unsigned DATA_WIDTH = 16,
    parameter int unsigned USER_WIDTH = 1,
    parameter int unsigned KEEP_WIDTH = DATA_WIDTH / 8,
    parameter int unsigned ID_WIDTH   = 0,
    parameter int unsigned DEST_WIDTH = 0
)(
    input logic ACLK,
    input logic ARESETn
);
    logic                  TVALID;  
    logic                  TREADY;  
    logic [DATA_WIDTH-1:0] TDATA;   
    logic [KEEP_WIDTH-1:0] TKEEP;  
    logic                  TLAST;  
    logic [USER_WIDTH-1:0] TUSER;  
    logic [ID_WIDTH-1:0]   TID;    
    logic [DEST_WIDTH-1:0] TDEST;  
    modport master (
        output TVALID, TDATA, TLAST, TKEEP, TUSER, TID, TDEST,
        input  TREADY
    );
    modport slave (
        input  TVALID, TDATA, TLAST, TKEEP, TUSER, TID, TDEST,
        output TREADY
    );
endinterface
package axi_pkg;
    parameter int AXI_DATA_WIDTH = 16;  
    parameter int AXI_USER_WIDTH = 1;   
    typedef struct packed {
        logic                      TLAST;     
        logic [AXI_USER_WIDTH-1:0] TUSER;     
        logic [AXI_DATA_WIDTH-1:0] TDATA;    
    } axi4s_payload_t;
endpackage : axi_pkg
`default_nettype none
package hdmi_pkg;
  typedef struct packed {
    logic [7:0] red;  
    logic [7:0] grn;  
    logic [7:0] blu;  
  } rgb888_t;
    typedef logic [9:0] tmds_word_t;
    typedef logic [7:0] tmds_data_t;
    typedef tmds_word_t tmds_channel_data_t[0:3];
    typedef enum logic [1:0] {
      VIDEO_PERIOD,    
      CONTROL_PERIOD,  
      AUDIO_PERIOD,    
      DATA_PERIOD      
    } tmds_period_e;
endpackage : hdmi_pkg
`default_nettype none
module blink_led #(
  parameter int CLOCK_FREQ_HZ = 50_000_000,   
  parameter int BLINK_HZ      = 1             
)(
  input  wire logic clk_i,
  input  wire logic rst_ni,   
  output logic      led_o
);
  localparam int BlinkDivider = (CLOCK_FREQ_HZ == 0) ? 1 : CLOCK_FREQ_HZ / (2 * BLINK_HZ);
  localparam int CounterWidth = $clog2(BlinkDivider);
  logic [CounterWidth-1:0] counter;
  always_ff @(posedge clk_i) begin
    if (!rst_ni) begin
      counter <= 0;
      led_o <= 1'b0;
    end else if (counter == BlinkDivider - 1) begin
      counter <= 0;
      led_o <= ~led_o;
    end else begin
      counter <= counter + CounterWidth'(1);
    end
  end
endmodule
==> /design/flow/run.sh <==
#!/bin/bash
# OpenROAD 26Q1-2900-gdf79404cd8, Yosys 0.63+post, stock flow scripts
make -C /OpenROAD-flow-scripts/flow DESIGN_CONFIG=/design/flow/config.mk WORK_HOME=/design/flow/orfs finish
==> /design/flow/config.mk <==
export PLATFORM = sky130hd
export DESIGN_NAME = blink_led
export DESIGN_NICKNAME = blink_led
export VERILOG_FILES = /design/flow/design.v
export SDC_FILE = /design/flow/constraint.sdc
export NUM_CORES = 4
export LEC_CHECK = 1
export CORE_AREA = 10 10 109 109
export DIE_AREA = 0 0 119 119
==> /design/flow/constraint.sdc <==
current_design blink_led

set clk_period 3.9
set clk_io_pct 0.2

create_clock -name clk0 -period $clk_period [get_ports {clk_i}]

set non_clock_inputs [all_inputs -no_clocks]
set_input_delay [expr $clk_period * $clk_io_pct] -clock clk0 $non_clock_inputs
set_output_delay [expr $clk_period * $clk_io_pct] -clock clk0 [all_outputs]
==> run notes <==
Synthesis and place-and-route results.

- The top cell type's share of synthesized area is 42.36%.
- The count of pins over their slew limit is 0.
- The synthesized area per cell is 8.776 µm².
- Among all cell types in the netlist, the one instantiated most often is dfxtp_1.
- Relative to the synthesized area, the layout overhead comes to 17.51%.
- The count of warning messages emitted by the tools is 25.
- The number of clock sinks came to 26.
- In this run the power density over the cells is 313.9 nW/µm².
- Of the cells placed in the final design, the portion with a size suffix greater than 1 is 6.338%.
- The total iterations of the first detailed-routing run is 4.
- Per the OpenROAD floorplan log, the area of the die is 14160 µm².
- The worst-case vdd ir drop is 0.1258 mV.
- The synthesis report lists the most area-consuming cells as dfxtp_1, xor2_1, nand3_1, a21oi_1, or3_1.
- The first routing iteration left 36 violations.
- The startpoint class of the critical path is a register.
- At the end of routability-driven placement, the weighted congestion stood at 0.7937.
- On the worst setup and hold paths after CTS, the clock-pin slew comes to 0.09 ns.
- For this sky-water flow run, the detailed-routed wirelength per cell is reported as 8.451 µm.
- The total area inside the core boundary comes to 9639 µm².
- The effective utilization at floorplan is 12.75%.
- The pin closest to its max-slew limit shows a slew of 0.3270 ns.
- The post-synth tally of flip-flops with integrated enable is 0.
- Across the routed clock network, the largest skew measured is 0.003600 ns.
- The proportion of synthesized chip area in sequential cells is 42.36%.
- The number of standard-cell rows in the floorplan is 36.
- Across all layers, the routed design uses 1000 vias.
- Sorting the synthesized cells by how often they occur yields dfxtp_1, nor2_1, nand3_1.
- The via count of the first global-routing pass is 854.
- After filler insertion, the fill cell instance count of the layout stands at 1110.
- The vias per cell is 3.636.
- The overall die width is 119 µm.
- The final layout reports a setup TNS of 0 ns.
- The area recorded from the Yosys report for this design is 1229 µm².
- The antenna diode count is 0.
- After clock tree synthesis, the repair step resized 0 gates.
- The required time at the worst-slack endpoint is 4.11 ns.
- The register bit count reported by yosys is 26.
- The kind of end point of the critical path is a register.
- Listed in order, past its start point the critical path passes ha_1 -> nand4_1 -> or4_1 -> or3_1 -> a21oi_2.
- Summing every instance area after synthesis gives 1229 µm².
- The aggregate global-route resource usage is 3.318%.
- The highest fanout seen on the critical path is 10.
- The routed design has 2324 µm of wire.
- The final critical-path share of the clock period is 48.61%.
- Per the detail_route report, DRC violations left total 0.
- The data arrival time of the worst path is 2.11 ns.
- The CTS tree is done.
- The final hold violation count recorded for this run is 0.
- Hold repair after CTS inserted 0 buffers.
- The remaining antenna violation count after routing is 0.
- The type of the worst setup path is reg -> reg.
- In this run the count of I/O pins placed on the die edge is 3.
- The leakage power in the latest report is 0.3995 nW.
- The maximum clock insertion buffer count is 2.
- The total overflow left after global routing is 0.
- The number of buffer cells added on primary ports is 2.
- The smallest clock period supported by the final layout is computed as 1.896 ns.
- Among all stages on the critical path, the maximum delay recorded is 0.57 ns.
- The maximum operating frequency is 0.5274 GHz.
- The pin count of the biggest net entering global routing is 24.
- Setup repair after global routing left no endpoint under its margin.
- The number of maximum-capacitance violations recorded for the run is 0.
- In this run the vertical extent of the chip is 119 µm.
- In the Yosys report the total cell count is 140.
- The netlist uses 33 different library cells.
- Buffers added to address setup during post-CTS repair amount to 0.
- The synthesized instance count is 140.
- In the placement report, post-DP HPWL is listed as 1680 µm.
- The run finished with clean final reports.
- As reported, the later end of the worst-skew pair has a clock insertion delay of 0.27 ns.
- Per the CTS log, the maximum H-tree level is 1.
- The final-layout worst hold slack is 0.4446 ns.
- In the synthesized netlist the dominant register cell turns out to be dfxtp_1.
- The fraction of registers with async set or reset after synthesis is 0%.
- Counting the warning lines in the Yosys log gives 1.
- The tree is rooted in a clkbuf_8.
- The worst pin sits at a relative slew slack of 78.15%.
- The number of buffers created by CTS is 3.
- The cell with the largest stage delay on the worst path is or4_1.
- The library cell with the largest summed area after synthesis is dfxtp_1.
- Note that the worst hold path type here is reg -> reg.
- The global-route wire length before repair is 4057 µm.
- The final setup violation count is 0.
- The number of antenna violations at the first check in global routing came to 0.
[cells by family after synthesis]
group / count (synthesis) / share of synthesized area (%)
buffers and inverters: 7 / 3.361
AOI/OAI and AO/OA: 29 / 15.17
adders and majority gates: 1 / 1.018
DFF: 26 / 42.36
and+or+nand+nor: 67 / 30.96
xor gates and xnor gates: 10 / 7.129
[through the flow]
| stage | cells | total power [mW] | utilization [%] | instance area (µm²) | setup slack, ns |
|---|---|---|---|---|---|
| floorplan | 140 | 0.2860 | - | 1229 | 2.153 |
| global placement | 271 | 0.2890 | 14.41 | 1389 | 1.985 |
| detailed placement | 271 | 0.2892 | 14.41 | 1389 | 1.961 |
| CTS | 275 | 0.4605 | 14.98 | 1444 | 1.987 |
| global route | 275 | 0.4772 | 14.98 | 1444 | 1.833 |
| finish | 275 | 0.4533 | 14.98 | 1444 | 2.004 |
[flip-flops by register name (all words and copies together) (netlist names)]
name and cells:
counter 25, led_o 1
[layout by cell type, fill, tap and decap left out, types with 3 or more instances in the layout]
cell type	synthesis	routed
a21oi_1	10	10
and4_1	3	3
clkbuf_8	0	4
dfxtp_1	26	26
nand2_1	9	9
nand3_1	11	11
nand4_1	7	7
nor2_1	12	12
o21ai_0	7	7
o31ai_1	5	5
or3_1	8	8
or4_1	6	6
xor2_1	9	9
[path summary, 6_finish.rpt]
kind | startpoint | depth (start not counted) | slack [ns] | to
max | counter[0] | 5 | 2.00 | counter[20]
min reg2reg | counter[0] | 1 | 0.44 | counter[0]
min | counter[0] | 1 | 0.44 | counter[0]
max reg2reg | counter[0] | 5 | 2.00 | counter[20]
[power breakdown]
group / leakage [nW] / internal (mW) / switching, mW
registers: 0.210 / 0.268 / 0.00181
clock network: 0.0288 / 0.0901 / 0.0806
logic: 0.161 / 0.00477 / 0.00811
total: 0.400 / 0.363 / 0.0906
[routing by layer]
layer	track usage [%]	up-vias	routed length [µm]
met5	0	-	0
met2	5.118	18	1041
met3	0.9592	2	110
met4	0.4580	0	41
met1	4.616	454	1130
li1	-	526	-
[final cells by class]
| type | count | area [µm²] | share of cell area (%) |
|---|---|---|---|
| inverter | 2 | 7.507 | 0.5199 |
| multi-input combinational | 107 | 666.9 | 46.19 |
| timing repair buffer | 3 | 27.53 | 1.906 |
| sequential | 26 | 520.5 | 36.05 |
| clock buffer | 4 | 55.05 | 3.813 |
| tap | 133 | 166.4 | 11.53 |
[critical path: cells and delay by family (launching register included)]
kind	cells	cell delay (ns)
flip-flops	1	0.35
adder cells (fa/ha/maj)	1	0.27
AND-OR/OR-AND	1	0.13
AND/OR/NAND/NOR	3	1.10
No activity file was given, so power comes from the tool's default toggle rates.
